## /design/flow/design.v

```verilog
`timescale 1ns / 1ps  
module PIPE_REG
(
    clk, rst,
    wdata, wvalid, wready,
    rdata, rvalid, rready
);
    parameter DATA_WIDTH = 8;  
    input                       clk   ;  
    input                       rst   ;  
    input  [DATA_WIDTH - 1 : 0] wdata ;  
    input                       wvalid;  
    output                      wready;  
    output [DATA_WIDTH - 1 : 0] rdata ;  
    output                      rvalid;  
    input                       rready;  
    wire                      sig_rst;     
    wire [DATA_WIDTH - 1 : 0] sig_wdata;   
    wire                      sig_wvalid;  
    wire                      sig_wready;  
    wire [DATA_WIDTH - 1 : 0] sig_rdata;   
    wire                      sig_rvalid;  
    wire                      sig_rready;  
    assign sig_rst    =     rst;     
    assign sig_wdata  =     wdata;   
    assign sig_wvalid =     wvalid;  
    assign     wready = sig_wready;  
    assign     rdata  = sig_rdata;   
    assign     rvalid = sig_rvalid;  
    assign sig_rready =     rready;  
    reg  [DATA_WIDTH - 1 : 0] reg_data;        
    reg                       reg_data_valid;  
    wire                      sig_empty;       
    wire                      sig_can_read;        
    wire                      sig_can_write;       
    assign sig_empty      = ~reg_data_valid;          
    assign sig_wready     = sig_rready | sig_empty;   
    assign sig_can_write  = sig_wvalid & sig_wready;  
    always @(posedge clk or negedge sig_rst) begin : lab_write_data
        if (~sig_rst)
            reg_data <= {DATA_WIDTH{1'b0}};
        else begin
            if (sig_can_write)
                reg_data <= sig_wdata;
        end
    end  
    always @(posedge clk or negedge sig_rst) begin : lab_data_valid
        if (~sig_rst)
            reg_data_valid <= 1'b0;
        else begin
            if (sig_can_write & ~sig_can_read)
                reg_data_valid <= 1'b1;
            else if (~sig_can_write & sig_can_read)
                reg_data_valid <= 1'b0;
        end
    end  
    assign sig_rvalid   = reg_data_valid;           
    assign sig_can_read = sig_rvalid & sig_rready;  
    assign sig_rdata    = reg_data;                 
endmodule
```

## /design/flow/run.sh

```bash
#!/bin/bash
# OpenROAD 26Q1-2900-gdf79404cd8, Yosys 0.63+post, stock flow scripts
make -C /OpenROAD-flow-scripts/flow DESIGN_CONFIG=/design/flow/config.mk WORK_HOME=/design/flow/orfs finish
```

## /design/flow/config.mk

```make
export PLATFORM = sky130hd
export DESIGN_NAME = PIPE_REG
export DESIGN_NICKNAME = PIPE_REG
export VERILOG_FILES = /design/flow/design.v
export SDC_FILE = /design/flow/constraint.sdc
export NUM_CORES = 4
export LEC_CHECK = 1
export CORE_AREA = 10 10 70 70
export DIE_AREA = 0 0 80 80
```

## /design/flow/constraint.sdc

```tcl
current_design PIPE_REG

set clk_period 1.6
set clk_io_pct 0.2

create_clock -name clk0 -period $clk_period [get_ports {clk}]

set non_clock_inputs [all_inputs -no_clocks]
set_input_delay [expr $clk_period * $clk_io_pct] -clock clk0 $non_clock_inputs
set_output_delay [expr $clk_period * $clk_io_pct] -clock clk0 [all_outputs]
```

==> Changelog: implementation <==
## Implementation

* Outcome: completed
* Clock skew at 0.00316 ns
* Root Buffer Master: clkbuf_4
* Die y size at 80 um
* Area Growth Syn to Fin at 75.3%
* Least-Margin Pin Slew at 0.426 ns
* Setup violations, final at 0
* Setup CP Type: flop to output pin
* First-pass GRT wire length at 1540 um
* Final Instance Area at 719 um2
* Filler instances at 374
* Drt pass-1 iters at 2
* Dpl cells at 91
* Grt total ovfl at 0
* Number of cells in Yosys stat at 23
* Cell Pwr Density at 1150 nW/um2
* Hold Buf Count CTS at 0
* Flops after synth at 9
* H-tree levels at 1
* Largest net degree at the start of global routing at 10
* Most numerous logic cells after layout: 20 x clkdlybuf4s50_1, 8 x mux2_4, 8 x dfrtp_1
* Tcrit/Tclk final at 95.6%
* Antenna Nets Post-Route at 0
* Fin worst setup slack at 0.0697 ns
* Post-Route WL at 946 um
* Min-Delay Path Class: primary input to asynchronous set/reset pin
* Reg clk slew, reported paths at 0.06 ns
* Fmax at 0.653 GHz
* Peak VDD IR at 0.000387 V
* Area reported by Yosys stat at 410 um2
* Init Core Util at 12.0%
* Crit. End Element: output pin
* CP Max Fanout at 4
* Die outline width at 80 um
* Leak at 0.000313 uW
* Top cells by area: dfrtp_1 55%, mux2_4 29%, nand2_8 4.9%
* Tmin final at 1.53 ns
* Dominant cell area share at 54.9%
* Most frequent logic cell in the layout: clkdlybuf4s50_1
* Clk buf depth at 2
* CTS tree: done
* CP startpoint kind: flop
* Antenna violations before repair at 0
* RSZ-0062 raised after global routing: no
* R2R setup slack at 0.21 ns
* Cells after synthesis at 23
* Num CTS Buffers at 3
* Tot GR Track Use at 3.18%
* DRT iter0 DRCs at 3
* Slew Viols, Final at 0
* Sequential share of the synthesized area at 54.9%
* Routed len/inst at 9.85 um
* CTS sink count at 9
* Max Cap Viol at 0
* Total number of vias at 273
* Max_slew headroom at 71.5%
* Std cell rows at 21
* Critical Path Start: reg_data_valid$_DFFE_PN0P_
* Synthesized cell area at 410 um2
* # DRC at 0
* Area of the core at 3420 um2
* Post-placement setup slack at -0.147 ns
* Top cell type by total area after synthesis: dfrtp_1
* Final cell count without fillers at 96
* Tool Warnings at 25
* Antenna cells at 0
* Final hold violations at 0
* Worst setup path endpoint: wready
* Netlist cell types at 8
* Pwr Total at 828 uW
* DP Area at 686 um2
* CP required at 1.28 ns
* Reg2reg end: reg_data_valid$_DFFE_PN0P_
* Crit path DAT at 1.21 ns
* Yosys warnings at 1
* Routability cong. at 0.620
* Fin util at 21.1%
* R2R Path Start: reg_data_valid$_DFFE_PN0P_
* Die area at 6400 um2
* Late-Pin Clk Latency at 0.25 ns
* Synthesized area per cell at 17.8 um2
* Reg2reg path depth at 6
* Share of layout cells above drive strength 1 at 34.0%
* Vias in the first global route at 326
* I/O pins at 22
* I/O Buffers at 21
* Vias per cell at 2.84
## sequential cells by signal, indices dropped and copies added (netlist names)
register,cells
reg_data_valid,1
reg_data,8
## worst min path at each step
stage         from                          to  slack, ns
global route   rst     reg_data[2]$_DFFE_PN0P_       0.40
CTS            rst  reg_data_valid$_DFFE_PN0P_       0.38
finish         rst     reg_data[7]$_DFFE_PN0P_       0.37
## where the power goes
group          internal, uW  switching (uW)
Combinational           251            73.2
Clock                  95.6            70.9
Sequential              292            44.7
## area by class of cell
| class | instances | area (um2) | area share, % |
|---|---|---|---|
| clock buffers | 4 | 26.3 | 3.65 |
| inverters | 1 | 3.75 | 0.522 |
| flip-flops and latches | 9 | 226 | 31.5 |
| repair buffers | 23 | 224 | 31.1 |
| well taps | 46 | 57.6 | 8.00 |
| multi-input cells | 13 | 181 | 25.2 |
## metrics by stage
| stage | hold WS, ns | TNS (ns) |
|---|---|---|
| floorplan | 0.0244 | 0 |
| global placement | 0.491 | -0.338 |
| detailed placement | 0.491 | -0.459 |
| CTS | 0.380 | 0 |
| global route | 0.401 | 0 |
| finish | 0.372 | 0 |
## cells in the mapped netlist, drive strengths merged
cell    instances
dfrtp           9
ha              1
inv             1
mux2            9
nand2           2
nand2b          1
## worst max-delay path, stage by stage, from the launching register on
cell	delay (ns)
dfrtp_2	0.43
nand2b_4	0.07
clkdlybuf4s50_1	0.45
## cells by family after synthesis
logic type	Yosys count	synth area share (%)
multiplexers	9	32.0
flip-flops	9	54.9
AND/OR/NAND/NOR	3	9.14
buffers and inverters	1	0.914
adder cells (fa/ha/maj)	1	3.05
## timing repair
item / CTS / global route
setup endpoints to repair: 1 / 1
pin swaps: 0 / 0
setup buffers: 1 / 0
gates resized: 1 / 1
## metal layers
metal	vias to the layer above	share of wire, %	track usage, %	routed length (um)
li1	136	-	-	-
met1	122	44	3.75	417
met2	15	40	4.41	377
met3	0	16	2.84	151
met4	0	0	0.176	0
met5	-	0	0	0
Power figures rest on the tool's default switching activity, not on a simulated workload.
